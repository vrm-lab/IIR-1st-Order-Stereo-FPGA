==> flow/design.v <==
`timescale 1ns / 1ps
module iir_orde1_axis_wrapper #(
    parameter integer C_S_AXI_DATA_WIDTH = 32,
    parameter integer C_S_AXI_ADDR_WIDTH = 4,
    parameter integer DATA_WIDTH         = 32   
)(
    input  wire aclk,
    input  wire aresetn,   
    input  wire [DATA_WIDTH-1:0] s_axis_tdata,
    input  wire                  s_axis_tvalid,
    output wire                  s_axis_tready,
    input  wire                  s_axis_tlast,
    output wire [DATA_WIDTH-1:0] m_axis_tdata,
    output reg                   m_axis_tvalid,
    input  wire                  m_axis_tready,
    output reg                   m_axis_tlast,
    input  wire [C_S_AXI_ADDR_WIDTH-1:0] s_axi_awaddr,
    input  wire                          s_axi_awvalid,
    output wire                          s_axi_awready,
    input  wire [C_S_AXI_DATA_WIDTH-1:0] s_axi_wdata,
    input  wire [C_S_AXI_DATA_WIDTH/8-1:0] s_axi_wstrb,
    input  wire                          s_axi_wvalid,
    output wire                          s_axi_wready,
    output wire [1:0]                    s_axi_bresp,
    output wire                          s_axi_bvalid,
    input  wire                          s_axi_bready,
    input  wire [C_S_AXI_ADDR_WIDTH-1:0] s_axi_araddr,
    input  wire                          s_axi_arvalid,
    output wire                          s_axi_arready,
    output wire [C_S_AXI_DATA_WIDTH-1:0] s_axi_rdata,
    output wire [1:0]                    s_axi_rresp,
    output wire                          s_axi_rvalid,
    input  wire                          s_axi_rready
);
    reg [C_S_AXI_DATA_WIDTH-1:0] reg_ctrl;
    reg [C_S_AXI_DATA_WIDTH-1:0] reg_a0;
    reg [C_S_AXI_DATA_WIDTH-1:0] reg_a1;
    reg [C_S_AXI_DATA_WIDTH-1:0] reg_b1;
    reg axi_awready;
    reg axi_wready;
    reg [1:0] axi_bresp;
    reg axi_bvalid;
    reg axi_arready;
    reg [C_S_AXI_DATA_WIDTH-1:0] axi_rdata;
    reg axi_rvalid;
    reg aw_en;   
    assign s_axi_awready = axi_awready;
    assign s_axi_wready  = axi_wready;
    assign s_axi_bresp   = axi_bresp;
    assign s_axi_bvalid  = axi_bvalid;
    assign s_axi_arready = axi_arready;
    assign s_axi_rdata   = axi_rdata;
    assign s_axi_rresp   = 2'b00;   
    assign s_axi_rvalid  = axi_rvalid;
    always @(posedge aclk) begin
        if (!aresetn) begin
            axi_awready <= 1'b0;
            axi_wready  <= 1'b0;
            axi_bvalid  <= 1'b0;
            axi_bresp   <= 2'b0;
            aw_en       <= 1'b1;
            reg_ctrl    <= 32'h0000_0001;  
            reg_a0      <= 32'd0;
            reg_a1      <= 32'd0;
            reg_b1      <= 32'd0;
        end else begin
            if (~axi_awready && s_axi_awvalid && aw_en) begin
                axi_awready <= 1'b1;
                aw_en       <= 1'b0;
            end else begin
                axi_awready <= 1'b0;
            end
            if (~axi_wready && s_axi_wvalid) begin
                axi_wready <= 1'b1;
            end else begin
                axi_wready <= 1'b0;
            end
            if (axi_awready && s_axi_awvalid &&
                axi_wready  && s_axi_wvalid &&
                ~axi_bvalid) begin
                axi_bvalid <= 1'b1;
                axi_bresp  <= 2'b00;
                case (s_axi_awaddr[3:2])
                    2'h0: reg_ctrl <= s_axi_wdata;
                    2'h1: reg_a0   <= s_axi_wdata;
                    2'h2: reg_a1   <= s_axi_wdata;
                    2'h3: reg_b1   <= s_axi_wdata;
                    default: ;
                endcase
            end else if (s_axi_bready && axi_bvalid) begin
                axi_bvalid <= 1'b0;
                aw_en      <= 1'b1;
            end
        end
    end
    always @(posedge aclk) begin
        if (!aresetn) begin
            axi_arready <= 1'b0;
            axi_rvalid  <= 1'b0;
            axi_rdata   <= 32'd0;
        end else begin
            if (~axi_arready && s_axi_arvalid)
                axi_arready <= 1'b1;
            else
                axi_arready <= 1'b0;
            if (axi_arready && s_axi_arvalid && ~axi_rvalid) begin
                axi_rvalid <= 1'b1;
                case (s_axi_araddr[3:2])
                    2'h0: axi_rdata <= reg_ctrl;
                    2'h1: axi_rdata <= reg_a0;
                    2'h2: axi_rdata <= reg_a1;
                    2'h3: axi_rdata <= reg_b1;
                    default: axi_rdata <= 32'd0;
                endcase
            end else if (axi_rvalid && s_axi_rready) begin
                axi_rvalid <= 1'b0;
            end
        end
    end
    wire soft_enable_bit = reg_ctrl[0];
    wire soft_clear      = reg_ctrl[1];
    wire core_reset      = ~aresetn;
    wire axis_handshake_ok =
        s_axis_tvalid && (m_axis_tready || !m_axis_tvalid);
    wire core_enable_signal =
        axis_handshake_ok && soft_enable_bit;
    assign s_axis_tready =
        (m_axis_tready || !m_axis_tvalid) && soft_enable_bit;
    wire signed [15:0] data_in_L = s_axis_tdata[31:16];
    wire signed [15:0] data_in_R = s_axis_tdata[15:0];
    wire signed [15:0] data_out_L;
    wire signed [15:0] data_out_R;
    iir_orde1_core #(.ACC_W(64)) core_left (
        .clk        (aclk),
        .rst        (core_reset),
        .en         (core_enable_signal),
        .clear_state(soft_clear),
        .x_in       (data_in_L),
        .y_out      (data_out_L),
        .a0         (reg_a0[15:0]),
        .a1         (reg_a1[15:0]),
        .b1         (reg_b1[15:0])
    );
    iir_orde1_core #(.ACC_W(64)) core_right (
        .clk        (aclk),
        .rst        (core_reset),
        .en         (core_enable_signal),
        .clear_state(soft_clear),
        .x_in       (data_in_R),
        .y_out      (data_out_R),
        .a0         (reg_a0[15:0]),
        .a1         (reg_a1[15:0]),
        .b1         (reg_b1[15:0])
    );
    always @(posedge aclk) begin
        if (!aresetn) begin
            m_axis_tvalid <= 1'b0;
            m_axis_tlast  <= 1'b0;
        end else if (m_axis_tready || !m_axis_tvalid) begin
            m_axis_tvalid <= s_axis_tvalid && soft_enable_bit;
            m_axis_tlast  <= s_axis_tlast;
        end
    end
    assign m_axis_tdata = {data_out_L, data_out_R};
endmodule
`timescale 1ns / 1ps
module iir_orde1_core #(
    parameter integer ACC_W = 64   
)(
    input  wire clk,
    input  wire rst,          
    input  wire en,           
    input  wire clear_state,  
    input  wire signed [15:0] x_in,   
    output reg  signed [15:0] y_out,  
    input  wire signed [15:0] a0,     
    input  wire signed [15:0] a1,     
    input  wire signed [15:0] b1      
);
    reg signed [15:0] x1;   
    reg signed [15:0] y1;   
    reg signed [ACC_W-1:0] acc_comb;  
    reg signed [15:0]      y_next;    
    always @(posedge clk) begin
        if (rst) begin
            x1    <= 0;
            y1    <= 0;
            y_out <= 0;
        end else if (en) begin
            if (clear_state) begin
                x1    <= 0;
                y1    <= 0;
                y_out <= 0;
            end else begin
                acc_comb = $signed(x_in) * a0 +
                           $signed(x1)   * a1 +
                           $signed(y1)   * b1;
                if ((acc_comb >>> 15) > 32767)
                    y_next = 16'sd32767;
                else if ((acc_comb >>> 15) < -32768)
                    y_next = -16'sd32768;
                else
                    y_next = acc_comb[30:15];
                y_out <= y_next;
                x1    <= x_in;
                y1    <= y_next;
            end
        end
    end
endmodule
==> flow/run.sh <==
#!/bin/bash
# OpenROAD 26Q1-2900-gdf79404cd8, Yosys 0.63+post, stock flow scripts
make -C /OpenROAD-flow-scripts/flow DESIGN_CONFIG=/design/flow/config.mk WORK_HOME=/design/flow/orfs finish
==> flow/config.mk <==
export PLATFORM = sky130hd
export DESIGN_NAME = iir_orde1_axis_wrapper
export DESIGN_NICKNAME = iir_orde1_axis_wrapper
export VERILOG_FILES = /design/flow/design.v
export SDC_FILE = /design/flow/constraint.sdc
export NUM_CORES = 4
export LEC_CHECK = 1
export CORE_UTILIZATION = 50
==> flow/constraint.sdc <==
current_design iir_orde1_axis_wrapper

set clk_period 18.8
set clk_io_pct 0.2

create_clock -name clk0 -period $clk_period [get_ports {aclk}]

set non_clock_inputs [all_inputs -no_clocks]
set_input_delay [expr $clk_period * $clk_io_pct] -clock clk0 $non_clock_inputs
set_output_delay [expr $clk_period * $clk_io_pct] -clock clk0 [all_outputs]
==> notes.md <==
Physical implementation.

- The flow reports that sequential cells draw 39.0% of the design power.
- The global-route wire length before repair is slightly above 300000 um.
- The report counts max-capacitance violations totalling 0.
- The residual antenna-violating net count after detailed routing is 0.
- The mean area per synthesized cell is 9.16 um2.
- The total area inside the core boundary comes to around 140000 um2.
- The number of unique standard cell types used by synthesis is roughly 83.
- The worst path uses 88.3% of the clock period.
- The instance count after placement with tap cells included is 9748.
- The instance count of the mapped netlist is approximately 7900.
- The aggregate negative setup slack is 0 ps.
- The count of library flops with an enable pin is 0.
- The first-pass iteration count of the detailed router is 5.
- The die outline height is 382 um.
- The sequential cells in the finished layout cover a total of ~4700 um2.
- The leakage power summed over all cells is between 30 and 40 nW.
- Sequential elements use 6.42% of the synthesized area.
- The floorplan step set the die width to ~380 um.
- The number of sinks driven by the clock tree is between 200 and 250.
- Summed over all layers, the global routing overflow is 0.
- STA classifies the critical path endpoint as a flip-flop.
- The script parses the final routing iteration and logs DRC violations as 0.
- The warning count from the yosys run is 2.
- The mean routed wirelength per cell is around 19 um.
- The latest clock arrival within the worst-skew pair is roughly 670 ps.
- The final setup skew is ~36 ps.
- The OpenROAD report gives the critical path a required time of ~19000 ps.
- In the synthesized netlist the async set-or-reset flop fraction comes to 0%.
- Counting the fill cells in the layout gives approximately 13000.
- The critical setup path kind is input pin to flip-flop.
- STA classifies the critical path startpoint as an input pin.
- The layout overhead on the synthesized area is 6.58%.
- The clock tree from TritonCTS is done.
- By instance count, the cell type seen most on the critical path is sky130_fd_sc_hd__fa_1.
- In this design, the stage delay of the slowest critical-path cell is ~950 ps.
- The script logs the ratio of routed vias to standard cells as 5.22.
- The flow reports that the clock network draws between 40% and 50% of the design power.
- The floorplan utilization is between 50% and 60%.
- The total count of max-transition violations in the final report is 0.
- The power report shows net switching accounting for 31.6% of the total.
- Endpoints with negative setup slack in the final report add up to 0.
- The report shows a maximum critical-path fanout of 15.
- Hold repair after CTS inserted 0 buffers.
- The number of top-level design ports is 162.
- The number of port buffers is roughly 150.
- The share of Yosys cell area claimed by the top area cell type is between 40% and 50%.
- In the placement report, post-DP HPWL is listed as about 150000 um.
- The class of the tightest hold or removal check is flip-flop to flip-flop.
- CTS placed an instance of sky130_fd_sc_hd__clkbuf_16 at the clock tree root.
- The number of antenna violations at the first check in global routing was 10.
- The overall die size recorded for this design is about 150000 um2.
- The detailed-route via count is slightly above 50000.
- The global-route usage over all layers is 29.1%.
- sky130_fd_sc_hd__fa_1 takes more of the synthesized area than any other cell.
- The largest voltage drop on the vdd net is 0.0000787 V.
- The registers of the reported paths see a clock transition of 60 ps.
- The number of setup buffers added after CTS is 0.
- After synthesis, the chip area reported by Yosys is just over 70000 um2.
- The congestion estimate from routability-driven global placement came to around 0.97.
- TritonCTS created 31 clock buffers.
- Post-CTS repair ended up resizing 0 cells.
- The switching power summed over all nets is roughly 420 uW.
- On the critical path the data arrives at 17130 ps.
- The cell-internal power is about 910 uW.
- The power density over cell area is approximately 17 nW/um2.
- Setup repair after global routing left no endpoint under its margin.
- Entering global routing, the biggest net connects between 70 and 80 pins.
- The report lists the number of standard-cell rows as around 140.
- The pin slew with the least headroom to its limit is between 900 and 1000 ps.
- Yosys stat counts 7893 cells in the synthesized netlist.
- The stage logs contain a warning count of 33.
- The total area of multi-input combinational cells is around 60000 um2.
- The final critical delay including setup and external delays is around 17000 ps.
- The flow ran to the end, and the final reports show no timing, DRC or antenna violations.
- The worst pin sits at a relative slew slack of 34.9%.
- The post-synth design cell area is between 70000 and 80000 um2.
- The longest clock path from root to sink contains 3 buffers.
- Looking at the clock tree report, the H-tree level count equals 1.
- Per the final layout report, the fraction of cells sized above drive strength 1 comes to 3.63%.
- In this run, synthesis produced a sequential element count of approximately 230.
- The most used flip-flop cell is sky130_fd_sc_hd__dfxtp_1.
- Combinational logic is responsible for 13.5% of the overall power.
- The number of global-route vias before repair is between 50000 and 60000.
- Leaving out filler cells and counting taps, the final layout contains roughly 10000.
- After synthesis, the cell types taking the most area are sky130_fd_sc_hd__fa_1 (48%), sky130_fd_sc_hd__inv_1 (9.7%), sky130_fd_sc_hd__ha_1 (9.2%), sky130_fd_sc_hd__dfxtp_1 (6.4%), sky130_fd_sc_hd__nand2_1 (6.2%).
- The standard cell with the maximum stage delay on the critical path is sky130_fd_sc_hd__clkdlybuf4s50_1.
- The final routed wirelength across all metal layers is roughly 180000 um.
- The number of DRC markers after the initial detailed-route iteration is 2339.
- The final timing report lists a hold violation count of 0.
- The achievable frequency is between 60 and 70 MHz.
==> cell usage after synthesis, drive strengths merged, types with 5 or more instances <==
master / number
fa: 1732
o31ai: 9
a22oi: 17
xor2: 45
inv: 1863
or2: 5
a31oi: 13
ha: 534
and2: 652
a31o: 7
xnor2: 122
a21o: 66
o21a: 26
o41ai: 6
clkbuf: 341
nor4: 8
a211oi: 28
nor3b: 35
nor2b: 55
o211a: 7
o21ai: 81
nor3: 33
nand2b: 69
nor2: 139
or3: 14
a311oi: 7
dfxtp: 232
a221o: 15
a21oi: 175
o21bai: 17
o2111ai: 5
nand4: 14
a21boi: 171
nand3: 27
nand2: 1199
and3: 20
mux4: 32
buf: 16
==> metrics by stage <==
stage | hold WS, ps | cell area, um2 | setup WS (ps) | power, mW | util (%)
after floorplan | 389 | 72300 | 3830 | 0.607 | -
after global placement | 416 | 76000 | 1650 | 0.709 | 53.0
after detailed placement | 428 | 76000 | 1630 | 0.711 | 53.0
after CTS | 434 | 77000 | 2310 | 1.35 | 53.7
after global routing | 448 | 77000 | 1650 | 1.38 | 53.7
final | 435 | 77000 | 2200 | 1.34 | 53.7
==> final timing paths <==
check                                       startpoint  slack [ps]  cells past startpoint                           end
worst max-delay path                  s_axis_tdata[25]        2200                     42  core_left.y1[3]$_SDFFE_PN0P_
worst min-delay path             axi_wready$_SDFF_PN0_         430                      1         axi_wready$_SDFF_PN0_
worst max register to register  reg_a0[1]$_SDFFE_PN0P_        5560                     43  core_left.y1[3]$_SDFFE_PN0P_
worst min register to register   axi_wready$_SDFF_PN0_         430                      1         axi_wready$_SDFF_PN0_
==> cells in the final DEF (no fill, tap or decap), types with 7 or more instances in the layout <==
cell type,n
sky130_fd_sc_hd__nor4_1,7
sky130_fd_sc_hd__o31ai_1,9
sky130_fd_sc_hd__clkdlybuf4s50_1,147
sky130_fd_sc_hd__xnor2_1,122
sky130_fd_sc_hd__a21boi_0,171
sky130_fd_sc_hd__nor2_1,137
sky130_fd_sc_hd__o211a_1,7
sky130_fd_sc_hd__nand3_1,27
sky130_fd_sc_hd__nand2b_1,69
sky130_fd_sc_hd__nand4_1,14
sky130_fd_sc_hd__o21ai_0,72
sky130_fd_sc_hd__o21ai_1,7
sky130_fd_sc_hd__and3_1,20
sky130_fd_sc_hd__a21oi_1,172
sky130_fd_sc_hd__a221o_1,13
sky130_fd_sc_hd__a21o_1,66
sky130_fd_sc_hd__a31o_2,7
sky130_fd_sc_hd__inv_1,1863
sky130_fd_sc_hd__xor2_1,45
sky130_fd_sc_hd__a31oi_1,13
sky130_fd_sc_hd__a211oi_1,27
sky130_fd_sc_hd__nor3b_1,35
sky130_fd_sc_hd__a22oi_1,17
sky130_fd_sc_hd__dfxtp_1,227
sky130_fd_sc_hd__ha_1,534
sky130_fd_sc_hd__clkbuf_16,31
sky130_fd_sc_hd__nor2b_1,54
sky130_fd_sc_hd__nor3_1,30
sky130_fd_sc_hd__fa_1,1732
sky130_fd_sc_hd__nand2_1,1198
sky130_fd_sc_hd__o21bai_1,17
sky130_fd_sc_hd__buf_4,158
sky130_fd_sc_hd__or3_1,14
sky130_fd_sc_hd__o21a_1,25
sky130_fd_sc_hd__and2_1,652
sky130_fd_sc_hd__mux4_2,32
==> routing by layer <==
layer | vias to the layer above | routed length, um | GRT usage (%) | share of wire (%)
li1 | 23300 | - | - | -
met1 | 25800 | 78500 | 45.2 | 43
met2 | 1929 | 81600 | 41.7 | 44
met3 | 176 | 19900 | 11.7 | 11
met4 | 10 | 4410 | 4.90 | 2.4
met5 | - | 160 | 0.595 | 0.087
==> critical path, delay by kind of cell <==
| kind | cells | cell delay [ps] |
|---|---|---|
| XOR/XNOR | 1 | 500 |
| AND-OR/OR-AND | 9 | 1740 |
| adder cells (fa/ha/maj) | 14 | 6440 |
| AND/OR/NAND/NOR | 9 | 2800 |
| buffers and inverters | 9 | 1860 |
==> cell type report <==
class,count,area share [%]
flip-flops and latches,232,6.04
clock inverters,18,0.250
diodes,3,0.00974
inverters,1863,9.08
clock buffers,40,1.10
repair buffers,306,3.46
multi-input cells,5444,77.0
well taps,1903,3.09
==> kinds of logic after synthesis <==
family                     Yosys count  share of synthesized area (%)
DFF                                232                           6.42
AOI/OAI and AO/OA                  683                           6.51
other                                1                        0.00519
adders and majority gates         2266                           57.2
xor gates and xnor gates           167                           2.02
and+or+nand+nor                   2288                           15.2
buffers and inverters             2220                           11.6
muxes                               36                           1.05
==> sequential cells by signal, indices dropped and copies added, names as in the netlist, 16 cells and up <==
name           cells
axi_rdata         32
reg_a1            32
reg_b1            32
core_right.y1     16
reg_ctrl          32
core_left.x1      16
reg_a0            32
core_left.y1      16
core_right.x1     16
==> power groups by stage <==
stage         Combinational (mW)  Sequential (mW)  Clock, mW
finish                     0.180            0.522      0.636
CTS                        0.179            0.521      0.650
global route               0.195            0.523      0.665
Power figures rest on the tool's default switching activity, not on a simulated workload.
